--- flow/config.mk ---
export PLATFORM = sky130hd
export DESIGN_NAME = synchronizer
export DESIGN_NICKNAME = synchronizer
export VERILOG_FILES = /design/flow/design.v
export SDC_FILE = /design/flow/constraint.sdc
export NUM_CORES = 4
export LEC_CHECK = 1
export CORE_AREA = 10 10 70 70
export DIE_AREA = 0 0 80 80
--- flow/constraint.sdc ---
current_design synchronizer

set clk_period 1.0
set clk_io_pct 0.2

create_clock -name clk0 -period $clk_period [get_ports {CLK}]

set non_clock_inputs [all_inputs -no_clocks]
set_input_delay [expr $clk_period * $clk_io_pct] -clock clk0 $non_clock_inputs
set_output_delay [expr $clk_period * $clk_io_pct] -clock clk0 [all_outputs]
--- flow/design.v ---
interface ccd_if #(parameter P_DATA_WIDTH = 8) ();
  logic PROD_CLK;
  logic CON_CLK;
  logic RST_n;
  logic [P_DATA_WIDTH-1:0] O_DATA ;
  logic [P_DATA_WIDTH-1:0] I_DATA ;
  logic O_WR_EN;
  logic O_RD_EN;
  logic I_FULL;
  logic I_EMPTY;
endinterface
module synchronizer (PTR_SYNC, CLK, RST_N, PTR);
parameter data_width = 10;
input bit CLK, RST_N;
input logic[data_width-1:0] PTR;
output logic [data_width-1:0] PTR_SYNC;
logic [data_width-1:0] REG_PTR1, REG_PTR2;
always_ff@(posedge CLK) begin
	if(!RST_N)
	  begin
		REG_PTR1 <= '0;
		REG_PTR2 <= '0;
	  end
	else
	  begin
		REG_PTR1 <= PTR;
		REG_PTR2 <= REG_PTR1;
	  end
end
assign PTR_SYNC = REG_PTR2;
endmodule
--- flow/run.sh ---
#!/bin/bash
# OpenROAD 26Q1-2900-gdf79404cd8, Yosys 0.63+post, stock flow scripts
make -C /OpenROAD-flow-scripts/flow DESIGN_CONFIG=/design/flow/config.mk WORK_HOME=/design/flow/orfs finish
==> summary.txt <==
run results: r2r setup slk=430 ps, full die area=6400 µm², ant diodes=0, hold buffer count at CTS=0, 1st-iter DRT viols=19, CTS buffer count=3, CTS Root Cell=clkbuf_4, Worst Skew=0.215 ps, H-tree depth=1, CORE AREA=3420 µm², tool warnings=25, YS chip area=562 µm², Pins Over Slew Limit=0, Highest Clock Rate=1110 MHz, Area Growth Syn to Fin=47.0%, mean routed wirelength per cell=8.50 µm, initial antenna violation count=0, drt first pass iters=2, worst hold slack=434 ps, placement row count=21, Ys Warns=1, HP Class=reg -> reg, dominant logic cell type in the layout=dfxtp_1, largest net degree at the start of global routing=13, register area share after synthesis=71.3%, I/O Pins=22, clock net sink count=20, cells in synth_stat.txt=42, number of global-route vias before repair=308, CTS tree=yes, TNS Setup=0 ps, Residual DRC=0, Synth Cell Area=562 µm², Critical Path Sink Type=primary output, required time of the worst setup path=800 ps, Placed Instances=109, final hold vios=0, WP depth=1, Max transition margin=93.1%, Reg clk slew, reported paths=100 ps, Final Setup Violations=0, Port Buffers=21, simple share=24.7%, die height=80 µm, Syn Inst Count=42, cycle use final=90.5%, syn avg cell area=13.4 µm², GRT overflow=0, DRT Wirelength=960 µm, CP Max Fanout=1, Post-DP HPWL=781 µm, RSZ-0062 raised after global routing=no, post-CTS sizing=26, crit-path max cell delay=310 ps, routed via count=324, DR vias/cell=2.87, Cell Pwr Density=1890 nW/µm², Worst path top cell family by delay=flip-flops, crit path time final=905 ps, maxcap violations=0, Synthesized registers=20, critical path class=reg -> out, setup ws final=95.4 ps, CP arrival=700 ps, Post-DRT Antenna Nets=0, run status=completed, Clock Path Buffers=2, cell depth of the worst min-delay path=1, Total GRT Usage=2.91%, fp util=16.4%, global-route wire length before repair=1390 µm, routability cong.=0.677, Leak=0.359 nW, yosys xor share=0%, Top Layout Cells=dfxtp_1, and2_2, clkdlybuf4s50_1, buffer and inverter count on the worst path=1, crit-path cells=buf_2, MUX share of area=0%, CP max-delay cell=dfxtp_1, share of cells above drive strength 1=41.8%, Cell Type Count=4, die width=80 µm, Post-Place Worst Slack=-73.0 ps, Worst setup SP type=flip-flop, adder-cell share of the synthesized area=0%, fin cells=113, Top logic family=simple AND/OR/NAND/NOR gates, clock latency (worst-skew pair)=290 ps, Setup Fix Bufs, Post-CTS=0, ao+oa area frac=0%, peak supply drop=1230 µV, actual slew at the worst max-slew pin=104 ps, path depth of the worst reg2reg path=1
cells by family after synthesis:
| family | after synthesis |
|---|---|
| and+or+nand+nor | 20 |
| buffers and inverters | 2 |
| DFF | 20 |
cell usage after synthesis:
master	number	area, µm²
dfxtp_1	20	400
and2_1	9	56.3
and2_2	11	82.6
buf_6	2	22.5
worst paths after layout:
kind / start / end
worst max-delay path: REG_PTR2[7]$_SDFF_PN0_ / PTR_SYNC[7]
worst min-delay path: REG_PTR1[8]$_SDFF_PN0_ / REG_PTR2[8]$_SDFF_PN0_
worst max register to register: REG_PTR1[3]$_SDFF_PN0_ / REG_PTR2[3]$_SDFF_PN0_
worst min register to register: REG_PTR1[8]$_SDFF_PN0_ / REG_PTR2[8]$_SDFF_PN0_
per-stage QoR:
step	utilization, %	total power [W]	cell area [µm²]
4_1_cts	24.7	0.00160	845
2_1_floorplan	-	0.000893	562
3_3_place_gp	24.1	0.000969	822
5_1_grt	24.2	0.00165	826
6_report	24.2	0.00156	826
3_5_place_dp	24.1	0.000972	822
metal layers:
metal | vias to the layer above | global-route usage [%] | routed length (µm)
li1 | 178 | - | -
met1 | 132 | 2.84 | 399
met2 | 14 | 4.82 | 444
met3 | 0 | 2.50 | 116
met4 | 0 | 0.176 | 0
met5 | - | 0 | 0
where the power goes:
part	leakage, nW	internal [W]	switching [W]
registers	0.166	0.000833	0.00000638
clock network	0.0279	0.000405	0.000223
logic	0.165	0.0000733	0.0000219
total	0.359	0.00131	0.000251
area by class of cell:
| cell class | count | area, µm² |
|---|---|---|
| fill | 367 | 2590 |
| clock inverter | 1 | 30.0 |
| sequential | 20 | 402 |
| tap | 46 | 57.6 |
| clock buffer | 3 | 22.5 |
| multi-input combinational | 20 | 139 |
| timing repair buffer | 23 | 175 |
state kept, by name, summed over array words and instances, names as in the netlist:
| signal | count |
|---|---|
| REG_PTR2 | 10 |
| REG_PTR1 | 10 |
Power is estimated from default activity; no workload was simulated.
