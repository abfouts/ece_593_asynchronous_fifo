`config.mk`:
```
export PLATFORM = sky130hd
export DESIGN_NAME = W2_PTR_Handler
export DESIGN_NICKNAME = W2_PTR_Handler
export VERILOG_FILES = /design/flow/design.v
export SDC_FILE = /design/flow/constraint.sdc
export NUM_CORES = 4
export LEC_CHECK = 1
export CORE_AREA = 10 10 88 88
export DIE_AREA = 0 0 98 98
```
`constraint.sdc`:
```
current_design W2_PTR_Handler

set clk_period 3.9
set clk_io_pct 0.2

create_clock -name clk0 -period $clk_period [get_ports {W_CLK}]

set non_clock_inputs [all_inputs -no_clocks]
set_input_delay [expr $clk_period * $clk_io_pct] -clock clk0 $non_clock_inputs
set_output_delay [expr $clk_period * $clk_io_pct] -clock clk0 [all_outputs]
```
`design.v`:
```
interface ccd_if #(parameter P_DATA_WIDTH = 8) ();
  logic PROD_CLK;
  logic CON_CLK;
  logic RST_n;
  logic [P_DATA_WIDTH-1:0] O_DATA ;
  logic [P_DATA_WIDTH-1:0] I_DATA ;
  logic O_WR_EN;
  logic O_RD_EN;
  logic I_FULL;
  logic I_EMPTY;
endinterface
module W2_PTR_Handler(FULL, W_PTR, G_WPTR, W_CLK, WRST_n, W_EN, G_RPTR_SYNC);
parameter PTR_WIDTH = 10;
input logic W_CLK, WRST_n, W_EN;
input logic [PTR_WIDTH-1:0] G_RPTR_SYNC;
output logic [PTR_WIDTH-1:0] W_PTR;	 	
output logic [PTR_WIDTH-1:0] G_WPTR;  	
output logic FULL;
logic [PTR_WIDTH:0] B_WPTR_NXT;
logic [PTR_WIDTH:0] G_WPTR_NXT; 
logic wrap_around;
logic W_FULL;
logic R_FULL;
assign B_WPTR_NXT = W_PTR+(W_EN & !FULL);
assign G_WPTR_NXT = (B_WPTR_NXT >>1)^B_WPTR_NXT;
always@(posedge W_CLK or negedge WRST_n) begin
  if(!WRST_n) begin
    W_PTR <= 0; 
    G_WPTR <= 0;
  end
  else begin
    W_PTR <= B_WPTR_NXT; 
    G_WPTR <= G_WPTR_NXT; 
  end
end
always@(posedge W_CLK or negedge WRST_n)
 begin
  if(!WRST_n) FULL <= 0;
  else        FULL <= W_FULL;
end
assign W_FULL = (G_WPTR_NXT == {~G_RPTR_SYNC[PTR_WIDTH-1:PTR_WIDTH-2], G_RPTR_SYNC[PTR_WIDTH-3:0]});
endmodule
```
`run.sh`:
```
#!/bin/bash
# OpenROAD 26Q1-2900-gdf79404cd8, Yosys 0.63+post, stock flow scripts
make -C /OpenROAD-flow-scripts/flow DESIGN_CONFIG=/design/flow/config.mk WORK_HOME=/design/flow/orfs finish
```
==> metrics.txt <==
# HELP chip_impl_metric Flow report values
# TYPE chip_impl_metric gauge
chip_impl_metric{name="grt_pass1_vias",unit=""} 1061
chip_impl_metric{name="final_util",unit="%"} 29.4
chip_impl_metric{name="yosysChipArea",unit="um2"} 1320
chip_impl_metric{name="sequentialPowerShare",unit="%"} 35.9
chip_impl_metric{name="finalInstanceArea",unit="um2"} 1740
chip_impl_metric{name="synthesis.area",unit="um2"} 1320
chip_impl_metric{name="routability_congestion",unit=""} 0.799
chip_impl_metric{name="post_synthesis_cell_count",unit=""} 131
chip_impl_metric{name="first_pass_iters",unit=""} 4
chip_impl_metric{name="clockPowerShare",unit="%"} 13.7
chip_impl_metric{name="ff2ff_setup_slack",unit="ns"} 1.37
chip_impl_metric{name="post_route_cells_drive_above_1_share",unit="%"} 10.5
chip_impl_metric{name="syn_avg_cell_area",unit="um2"} 10.1
chip_impl_metric{name="first_iter_violations",unit=""} 99
chip_impl_info{name="cts.root.buffer_cell",value="clkbuf_8"} 1
chip_impl_metric{name="skew",unit="ns"} 0.00164
chip_impl_info{name="cp-start-kind",value="primary input"} 1
chip_impl_metric{name="maximum_count_of_clock_buffers_along_a_single_path",unit=""} 2
chip_impl_metric{name="grtUsageTotal",unit="%"} 6.43
chip_impl_metric{name="synth.lib_cells_used.distinct",unit=""} 43
chip_impl_metric{name="drt-wirelength-per-cell",unit="um"} 12.8
chip_impl_info{name="crit-reg2reg-launch",value="FULL"} 1
chip_impl_metric{name="htree_levels",unit=""} 1
chip_impl_metric{name="achievable-frequency",unit="MHz"} 321
chip_impl_info{name="worst-setup-path-type",value="primary input to register"} 1
chip_impl_metric{name="hold_path_depth",unit=""} 1
chip_impl_metric{name="hold_buffers",unit=""} 0
chip_impl_metric{name="reg2reg_depth",unit=""} 9
chip_impl_metric{name="post_synth_tally_of_flip_flops_with_integrated_enable",unit=""} 0
chip_impl_metric{name="total_count_of_hold_check_failures_in_the_final_report",unit=""} 0
chip_impl_metric{name="grt.met1_usage",unit="%"} 8.63
chip_impl_metric{name="timing_worst_slew_pin_value",unit="ns"} 0.584
chip_impl_info{name="timing.hold.worst.start",value="W_PTR[0]"} 1
chip_impl_info{name="status",value="finished, final reports clean"} 1
chip_impl_metric{name="cts_sinks",unit=""} 21
chip_impl_metric{name="static_leakage_power",unit="uW"} 0.000686
chip_impl_metric{name="setup_tns",unit="ns"} 0
chip_impl_metric{name="met3_routing_resource_usage_after_global_routing",unit="%"} 1.64
chip_impl_metric{name="ys.flops",unit=""} 21
chip_impl_metric{name="grt_first_pass_wirelength",unit="mm"} 5.23
chip_impl_metric{name="viasPerCell",unit=""} 4.35
chip_impl_metric{name="final_period_minus_worst_setup_slack",unit="ns"} 3.12
chip_impl_metric{name="timing_max_transition_violations_final",unit=""} 0
chip_impl_metric{name="grt_max_degree",unit=""} 22
chip_impl_metric{name="via_count",unit=""} 1030
chip_impl_metric{name="die_area",unit="um2"} 9600
chip_impl_metric{name="worst_skew_pair.late_latency",unit="ns"} 0.26
chip_impl_info{name="yosys-top-cells-count",value="dfrtp_1, xnor2_1, nand2_1"} 1
chip_impl_metric{name="post-synth-top-area-fraction",unit="%"} 39.9
chip_impl_metric{name="power.switching",unit="uW"} 363
chip_impl_metric{name="routed_wire_length",unit="mm"} 3.02
chip_impl_info{name="endpoint_of_the_worst_slack_reg_to_reg_timing_path",value="FULL"} 1
chip_impl_metric{name="postRouteAntennaNets",unit=""} 0
chip_impl_info{name="worstHoldEndpoint",value="W_PTR[0]"} 1
chip_impl_metric{name="post_cts_resized",unit=""} 0
chip_impl_metric{name="clk_transition_reported_paths",unit="ns"} 0.08
chip_impl_metric{name="postSynth.asyncResetShare",unit="%"} 100
chip_impl_metric{name="power_density",unit="nW/um2"} 601
chip_impl_metric{name="cts_post_setup_buffers_inserted",unit=""} 0
chip_impl_metric{name="drt_drc_violations_left",unit=""} 0
chip_impl_metric{name="floorplan.initialDensity",unit="%"} 22.3
chip_impl_metric{name="placedInstanceArea",unit="um2"} 1700
chip_impl_info{name="rsz_0062_raised_after_global_routing",value="false"} 1
chip_impl_metric{name="intPower",unit="uW"} 684
chip_impl_info{name="post_synth_main_area_contributors",value="dfrtp_1, xnor2_1, xor2_1, nand2_1, a21oi_1"} 1
chip_impl_metric{name="antenna-diode-count",unit=""} 0
chip_impl_info{name="cts_tree",value="yes"} 1
chip_impl_metric{name="cts_buffers",unit=""} 3
chip_impl_metric{name="portBuffers",unit=""} 33
chip_impl_metric{name="io_pins",unit=""} 34
chip_impl_metric{name="cp_data_arrival_time",unit="ns"} 3.32
chip_impl_metric{name="die_height",unit="um"} 98
chip_impl_metric{name="ir_drop",unit="mV"} 0.270
chip_impl_metric{name="die_x",unit="um"} 98
chip_impl_info{name="setup.worst_path.end_class",value="register"} 1
chip_impl_metric{name="hpwlAfterDp",unit="mm"} 2.41
chip_impl_metric{name="max_cap_violations",unit=""} 0
chip_impl_info{name="most_common_cell",value="dfrtp_1"} 1
chip_impl_metric{name="cp_data_required_time",unit="ns"} 4.10
chip_impl_metric{name="worst-path-max-fanout",unit=""} 11
chip_impl_info{name="hp-class",value="register to register"} 1
chip_impl_metric{name="gr-usage-met2",unit="%"} 10.4
chip_impl_info{name="global_route.peak_usage_layer",value="met2"} 1
chip_impl_metric{name="ys_seq_share",unit="%"} 39.9
chip_impl_metric{name="area_growth_syn_to_layout",unit="%"} 32.3
chip_impl_metric{name="grt_antenna_before_repair",unit=""} 0
chip_impl_metric{name="power.share.switching",unit="%"} 34.6
chip_impl_metric{name="yosys_warnings",unit=""} 1
chip_impl_metric{name="setup_viol_count_final",unit=""} 0
chip_impl_metric{name="rows",unit=""} 28
chip_impl_metric{name="layout.filler_cells",unit=""} 618
chip_impl_metric{name="timing.final.crit_share",unit="%"} 80.0
chip_impl_info{name="yosysTopAreaCell",value="dfrtp_1"} 1
chip_impl_metric{name="stage_log_warnings",unit=""} 25
chip_impl_metric{name="power.combinational.fraction",unit="%"} 50.4
chip_impl_metric{name="slew-limit-headroom",unit="%"} 61.0
chip_impl_info{name="flop_cell",value="dfrtp_1"} 1
chip_impl_metric{name="core_area",unit="um2"} 5920
chip_impl_metric{name="grt.overflow.total",unit=""} 0
chip_impl_metric{name="yosysCellCount",unit=""} 131
## cell usage in the layout (no fill, tap or decap), types with 2 or more instances in the layout
cell / instances
a21boi_0: 2
a21oi_1: 7
clkbuf_8: 3
clkdlybuf4s50_1: 33
dfrtp_1: 21
ha_1: 2
inv_1: 5
nand2_1: 12
nand3_1: 5
nand4_1: 3
nor2_1: 5
nor3_1: 2
o21ai_0: 5
o22ai_1: 3
or2_2: 2
xnor2_1: 17
xor2_1: 8
## power groups by stage
stage	Clock, uW	Combinational, uW	Sequential, uW
CTS	149	541	376
global route	155	594	392
finish	144	528	375
## cell families after synthesis
group                    Yosys count  share of synthesized area, %
adder cells (fa/ha/maj)            2                          1.90
flip-flops                        21                          39.9
AND/OR/NAND/NOR                   42                          18.7
AND-OR/OR-AND                     26                          13.8
multiplexers                       1                         0.760
XOR/XNOR                          27                          19.6
buffers and inverters             12                          5.41
## state kept, by name, indices dropped and copies added, names as in the netlist
register	cells
FULL	1
G_WPTR	10
W_PTR	10
## critical path, stage by stage
cell	delay (ns)
clkdlybuf4s50_1	0.45
nor2b_1	0.14
ha_1	0.28
ha_1	0.42
and3_4	0.28
nand3_1	0.09
xor2_1	0.19
or2_2	0.32
o221ai_1	0.16
o2111a_1	0.20
## per-stage QoR
step / hold slack [ns] / worst slack (ns) / std cells / total power (uW)
after global routing: 0.659 / 0.568 / 237 / 1140
after global placement: 0.594 / 0.562 / 233 / 916
after detailed placement: 0.603 / 0.495 / 233 / 918
after CTS: 0.622 / 0.765 / 237 / 1070
final: 0.612 / 0.781 / 237 / 1050
after floorplan: 0.484 / 1.27 / 131 / 698
## worst max path at each step
stage	start	to	cells after the start
CTS	W_EN	FULL	10
global route	W_EN	FULL	10
finish	W_EN	FULL	10
## metal layers
metal	wire (um)	up-vias
met5	0	-
met3	223	2
li1	-	516
met2	1410	29
met1	1350	483
met4	41	0
## final cells by class
cell class	count	area, um2	share of cell area (%)
multi-input cells	98	721	41.3
clock inverters	1	5.00	0.287
flip-flops and latches	21	526	30.2
well taps	75	93.8	5.38
repair buffers	34	338	19.4
inverters	5	18.8	1.08
clock buffers	3	41.3	2.37
Power figures rest on the tool's default switching activity, not on a simulated workload.
